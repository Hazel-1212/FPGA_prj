File: design/flow/config.mk
export PLATFORM = sky130hd
export DESIGN_NAME = led_show
export DESIGN_NICKNAME = led_show
export VERILOG_FILES = /design/flow/design.v
export SDC_FILE = /design/flow/constraint.sdc
export NUM_CORES = 4
export LEC_CHECK = 1
export CORE_UTILIZATION = 50
File: design/flow/constraint.sdc
current_design led_show

set clk_period 7.4
set clk_io_pct 0.2

create_clock -name clk0 -period $clk_period [get_ports {clk}]

set non_clock_inputs [all_inputs -no_clocks]
set_input_delay [expr $clk_period * $clk_io_pct] -clock clk0 $non_clock_inputs
set_output_delay [expr $clk_period * $clk_io_pct] -clock clk0 [all_outputs]
File: design/flow/design.v
`timescale 1ns / 1ps
module led_show(
    input clk,
    output reg red,
    output reg green,
    output reg blue
);
reg [2:0] red_dir;
reg [2:0] green_dir;
reg [2:0] blue_dir;
reg [25:0] counter;
wire slow_clk;
assign slow_clk = counter[20];
reg [25:0] slow_counter;
reg [31:0] six_colors_counter;
wire change_dir_clk;
assign change_dir_clk = counter[25];
reg [18:0] pw_counter = 0;
reg [7:0] pwm_percentage_red = 50;  
reg [7:0] pwm_percentage_green = 0;
reg [7:0] pwm_percentage_blue = 0;
always@(posedge clk)
begin
    counter <= counter + 1;
    pw_counter <= pw_counter + 1;
    if (pwm_percentage_red == 0) begin          
        red <= 0;
    end
    else begin
        if (pw_counter >= (pwm_percentage_red * 1000)) begin
            red <= 0;
        end        
        else begin
            red <= 1;
        end
    end
    if (pwm_percentage_green == 0) begin          
        green <= 0;
    end
    else begin
        if (pw_counter >= (pwm_percentage_green * 1000)) begin
            green <= 0;
        end        
        else begin
            green <= 1;
        end
    end
    if (pwm_percentage_blue == 0) begin          
        blue <= 0;
    end
    else begin
        if (pw_counter >= (pwm_percentage_blue * 1000)) begin
            blue <= 0;
        end        
        else begin
            blue <= 1;
        end
    end
    if (pw_counter >= 100000) begin
        pw_counter <= 0;
    end
    slow_counter <= (slow_counter + 1) % 23277416;
    six_colors_counter <= six_colors_counter + 1;
    if (six_colors_counter < 698322432) begin
        if (slow_counter == 23277414) begin
            pwm_percentage_red <= (pwm_percentage_red == 0) ? 0 : pwm_percentage_red - 1;  
            pwm_percentage_green <= (pwm_percentage_green == 50) ? 50 : pwm_percentage_green + 1;  
            pwm_percentage_blue <= 0;
        end
    end
    else if (six_colors_counter < 1396644864) begin
        if (slow_counter == 23277414) begin
            pwm_percentage_red <= 0;
            pwm_percentage_green <= (pwm_percentage_green == 0) ? 0 : pwm_percentage_green - 1;
            pwm_percentage_blue <= (pwm_percentage_blue == 50) ? 50 : pwm_percentage_blue + 1;
        end
    end
    else if (six_colors_counter < 2094967296) begin
        if (slow_counter == 23277414) begin
            pwm_percentage_red <= (pwm_percentage_red == 50) ? 50 : pwm_percentage_red + 1;
            pwm_percentage_green <= 0;
            pwm_percentage_blue <= (pwm_percentage_blue == 0) ? 0 : pwm_percentage_blue - 1;
        end
    end
    else begin
        six_colors_counter <= 0;
    end
end
endmodule
File: design/flow/run.sh
#!/bin/bash
# OpenROAD 26Q1-2900-gdf79404cd8, Yosys 0.63+post, stock flow scripts
make -C /OpenROAD-flow-scripts/flow DESIGN_CONFIG=/design/flow/config.mk WORK_HOME=/design/flow/orfs finish
==> GITHUB_STEP_SUMMARY <==
### Metrics collected by this job

| Metric | Value |
|---|---|
| Outcome | complete, no violations |
| Fillers | 2119 |
| CP Class | reg -> reg |
| Rows | 55 |
| Gr usage total | 22.9% |
| Lkg Pwr | 5.35 nW |
| Most frequent logic cell in the layout | ha_1 |
| Tool warnings | 70 |
| Setup violators final | 0 |
| PwrDens | 185 mW/mm^2 |
| Max Freq | 0.182 GHz |
| Grt ovf | 0 |
| Flops after synth | 104 |
| Worst Path Required | 7.64 ns |
| Global-route wire length before repair | 43200 um |
| Buffers on Ports | 3 |
| Gr busiest metal | met1 |
| Yosys Instances | 1347 |
| Proportion of layout cells with a drive suffix above 1 | 3.73% |
| Max rail drop VDD | 0.182 mV |
| Final Hold Viols | 0 |
| RD Place Congestion | 0.949 |
| Finished Layout Cells | 1653 |
| Die area | 0.0242 sq mm |
| Vias | 9127 |
| Unrepaired setup endpoints after global routing | false |
| DR iter-0 viols | 396 |
| Startpoint types | register |
| Slew headroom | 45.1% |
| Pin slew with the least headroom to its limit | 0.820 ns |
| Yosys warning count | 1 |
| Max clock buf depth | 2 |
| GR met3 Demand/Resource | 4.07% |
| Post-synth EDFFs | 24 |
| Io pins | 4 |
| CTS buffer count | 9 |
| Initial antenna violation count | 0 |
| Grt met1 use | 36.0% |
| Final TNS setup | 0 ns |
| Final slew viol count | 0 |
| Sink Count | 104 |
| Reg clk slew, reported paths | 0.08 ns |
| FFs w/ async S/R, synth | 0% |
| Tcrit/Tclk final | 74.4% |
| Hold bufs inserted after CTS | 0 |
| Placed Instances | 1637 |
| Root Buffer Master | clkbuf_16 |
| Largest net degree at the start of global routing | 33 |
| Drt first pass iters | 5 |
| # H-tree levels | 3 |
| Yosys cell types | 77 |
| Fin crit period | 5.51 ns |
| DIE HEIGHT | 156 um |
| Top cells excl fill/tap | ha_1 (189), inv_1 (120), nor2_1 (118) |
| Wirelength per Cell | 15.2 um |
| Top cells by area, synth | ha_1 (20%), dfxtp_1 (14%), fa_1 (11%) |
| Antenna-violating nets left | 0 |
| Arr. time, crit path | 5.75 ns |
| CTS tree | yes |
| GR Util met2 | 34.6% |
| Area leader, netlist | ha_1 |
| Post-Route WL | 25200 um |
| Final Skew | 0.0120 ns |
| Cells after synthesis | 1347 |
| Area Overhead vs Synth | 5.08% |
| Syn Std Cell Area | 0.0118 sq mm |
| CP Max Fanout | 11 |
| Max cap viols | 0 |
| Max-area cell share | 20.1% |
| Via/cell ratio | 5.52 |
| Die Span X | 156 um |
| Tightest Hold Check Type | reg -> reg |
| Clk ins delay skew pair | 0.36 ns |
| Mean post-synth cell area | 8.75 sq um |
| Drc violations | 0 |
| Dominant Register Cell | dfxtp_1 |
| Yosys Chip Area | 0.0118 sq mm |
| Setup Buffers After CTS | 0 |
| N_diodes | 0 |
| Post-DP HPWL | 20100 um |
| FP Core Util | 51.5% |
| Crit end category | register |
| Vias in the first global route | 8741 |
| Core Footprint | 0.0229 sq mm |
| Post-cts sizing count | 0 |
| Seq share, synth | 19.7% |
[area by class of cell]
cell class	instances	area (sq um)	area share, %
clock inverter	7	61.3	0.495
sequential	104	2320	18.7
clock buffer	9	225	1.82
inverter	120	450	3.64
timing repair buffer	7	60.1	0.485
tap	313	392	3.16
multi-input combinational	1093	8880	71.7
[logic make-up (layout without fill, tap and decap cells)]
logic type	Yosys count	count (layout)	synth area share [%]
AND/OR/NAND/NOR	430	430	18.5
AND-OR/OR-AND	268	268	15.2
adder cells (fa/ha/maj)	255	255	31.3
buffers and inverters	153	143	5.15
XOR/XNOR	130	130	9.66
flip-flops	104	104	19.7
multiplexers	6	6	0.562
other	1	4	0.0318
[critical path, stage by stage, from the launching register on]
cell and delay [ns]:
edfxtp_1 0.57, fa_1 0.61, inv_1 0.06, fa_1 0.48, fa_1 0.52, inv_1 0.05
fa_1 0.46, ha_1 0.30, inv_1 0.09, o21ai_0 0.08, and2_1 0.16, o21ai_0 0.20
a21oi_1 0.09, nor2_1 0.16, o21bai_1 0.08, a21oi_1 0.22, o21bai_1 0.09, a21oi_1 0.18
xnor2_1 0.10, ha_1 0.32, nand3_1 0.08, nor3b_1 0.27, nand2_1 0.08, nand4_1 0.09
a31oi_1 0.05
[path summary, 6_finish.rpt]
kind	depth (start not counted)	slack [ns]	start	endpoint
max	24	1.89	pwm_percentage_blue[0]	blue
min	1	0.44	six_colors_counter[0]	six_colors_counter[0]
max reg2reg	24	1.89	pwm_percentage_blue[0]	blue
min reg2reg	1	0.44	six_colors_counter[0]	six_colors_counter[0]
[state kept, by name (all words and copies together) (netlist names)]
signal                flops
six_colors_counter       32
slow_counter             26
pw_counter               19
pwm_percentage_blue       8
pwm_percentage_green      8
pwm_percentage_red        8
blue                      1
green                     1
red                       1
[per-stage QoR]
| step | setup slack [ns] | total power [mW] | area [sq um] | hold WS (ns) | utilization (%) |
|---|---|---|---|---|---|
| 6_report | 1.89 | 2.29 | 12400 | 0.442 | 54.1 |
| 5_1_grt | 1.48 | 2.46 | 12400 | 0.500 | 54.1 |
| 4_1_cts | 1.84 | 2.31 | 12400 | 0.452 | 54.1 |
| 3_5_place_dp | 1.88 | 1.81 | 12100 | 0.439 | 52.8 |
| 3_3_place_gp | 1.96 | 1.81 | 12100 | 0.428 | 52.8 |
| 2_1_floorplan | 2.25 | 1.64 | 11800 | 0.413 | - |
[cell usage after synthesis, drive strengths merged (25+ instances only)]
cell type and n:
nand2 95, a21oi 74, inv 120, nor2 119, nand3 58, o21a 25
fa 66, ha 189, xnor2 83, nand4 28, xor2 47, dfxtp 80
o21ai 53
[power by group]
group / switching [mW] / internal (mW) / leakage [nW]
Sequential: 0.149 / 0.658 / 0.869
Clock: 0.247 / 0.236 / 0.140
Combinational: 0.587 / 0.413 / 4.34
[per-layer routing]
metal / part of all wire [%] / vias up
met5: 0 / -
met2: 43 / 188
li1: - / 4698
met1: 51 / 4213
met3: 4.6 / 28
met4: 1.7 / 0
No activity file was given, so power comes from the tool's default toggle rates.
