<file path="/design/flow/design.v">
module traffic_light(
    input clk,
    output reg red,
    output reg green,
    output reg blue,
    output reg [6:0]seg,
    output reg [7:0]AN
);
reg [3:0] time_left;
initial begin
    red=50;
    green=0;
    blue=0;
    time_left=4'b1010;
    seg=7'b1111111;
    AN=8'b11111111;
end
reg [1:0] phase = 0;  
  reg [26:0] counter=0;
  wire slow_clk;
  assign slow_clk = counter[25];
  assign seg_clk = counter[15];  
reg [18:0] pwm_counter = 0;
reg [7:0] pwm_percentage_red = 50;  
reg [7:0] pwm_percentage_green = 0;
reg [7:0] pwm_percentage_blue = 0;
always@(posedge clk)begin
    counter <= counter + 1;
    pwm_counter <= pwm_counter + 1;
    if (pwm_percentage_red == 0) begin          
        red <= 0;
    end
    else begin
        if (pwm_counter >= (pwm_percentage_red * 1000)) begin
            red <= 0;
        end        
        else begin
            red <= 1;
        end
    end
    if (pwm_percentage_green == 0) begin          
        green <= 0;
    end
    else begin
        if (pwm_counter >= (pwm_percentage_green * 1000)) begin
            green <= 0;
        end        
        else begin
            green <= 1;
        end
    end
    if (pwm_percentage_blue == 0) begin          
        blue <= 0;
    end
    else begin
        if (pwm_counter >= (pwm_percentage_blue * 1000)) begin
            blue <= 0;
        end        
        else begin
            blue <= 1;
        end
    end
end
always@(posedge seg_clk)begin
    case(phase)
        2'b00:begin
            pwm_percentage_red = 50;
            pwm_percentage_green = 0;
            pwm_percentage_blue = 0;
        end
        2'b01:begin
            pwm_percentage_red = 25;
            pwm_percentage_green = 25;
            pwm_percentage_blue = 0;
        end
        2'b10:begin
            pwm_percentage_red = 0;
            pwm_percentage_green = 50;
            pwm_percentage_blue = 0;
        end
        2'b11:begin
            pwm_percentage_red = 25;
            pwm_percentage_green = 25;
            pwm_percentage_blue = 0;
        end
    endcase
end
always@(posedge slow_clk)begin
    case(phase)
        2'b00:begin
            if (time_left == 0) begin
                phase <= 1;
                time_left <= 4'b0101;
            end
             else begin
                phase<=0;
                time_left <= time_left - 1;
            end
        end
        2'b01:begin
            if (time_left == 0) begin
                phase <= 2;
                time_left <= 4'b1010;
            end
             else begin
                phase<=1;
                time_left <= time_left - 1;
            end
        end
        2'b10:begin
            if (time_left == 0) begin
                phase <= 3;
                time_left <= 4'b0101;
            end
            else begin
                phase<=2;
                time_left <= time_left - 1;
            end
        end
        2'b11:begin
            if (time_left == 0) begin
                phase <= 0;
                time_left <= 4'b1010;
            end
             else begin
                phase<=3;
                time_left <= time_left - 1;
            end
        end
    endcase
end
reg [3:0] display=4'b0000;
reg [1:0] two_bit[3:0];
reg s=0;
always@(posedge seg_clk)
    begin
        s<=~s;  
        case (s)
            1'b0: AN <= 8'b11111101;  
            1'b1: AN <= 8'b11111110;  
        endcase
       if (s == 0) begin  
            if (time_left == 10)
                seg <= ~7'b0110000;  
            else
                seg <= ~7'b1111110;  
            end
        else begin  
            case (time_left)
        4'b0000: seg <= ~7'b1111110;  
        4'b0001: seg <= ~7'b0110000;  
        4'b0010: seg <= ~7'b1101101;  
        4'b0011: seg <= ~7'b1111001;  
        4'b0100: seg <= ~7'b0110011;  
        4'b0101: seg <= ~7'b1011011;  
        4'b0110: seg <= ~7'b1011111;  
        4'b0111: seg <= ~7'b1110000;  
        4'b1000: seg <= ~7'b1111111;  
        4'b1001: seg <= ~7'b1111011;  
        4'b1010: seg <= ~7'b1111110;  
    endcase
end
    end
endmodule
</file>
<file path="/design/flow/run.sh">
#!/bin/bash
# OpenROAD 26Q1-2900-gdf79404cd8, Yosys 0.63+post, stock flow scripts
make -C /OpenROAD-flow-scripts/flow DESIGN_CONFIG=/design/flow/config.mk WORK_HOME=/design/flow/orfs finish
</file>
<file path="/design/flow/config.mk">
export PLATFORM = sky130hd
export DESIGN_NAME = traffic_light
export DESIGN_NICKNAME = traffic_light
export VERILOG_FILES = /design/flow/design.v
export SDC_FILE = /design/flow/constraint.sdc
export NUM_CORES = 4
export LEC_CHECK = 1
export CORE_UTILIZATION = 50
</file>
<file path="/design/flow/constraint.sdc">
current_design traffic_light

set clk_period 3.7
set clk_io_pct 0.2

create_clock -name clk0 -period $clk_period [get_ports {clk}]

set non_clock_inputs [all_inputs -no_clocks]
set_input_delay [expr $clk_period * $clk_io_pct] -clock clk0 $non_clock_inputs
set_output_delay [expr $clk_period * $clk_io_pct] -clock clk0 [all_outputs]
</file>
==> impl_metrics.py <==
# Auto-generated metrics
metrics = {
    "logic_synthesis": {
        "synth_cell_types": 48,
        "ys.warnings.count": 2,
        "top_area_cell": "ha_1",
        "async_flop_share_pct": 0,
        "synth_flops": 68,
        "top_cell_area_share_pct": 26.1,
        "flop_cell": "dfxtp_1",
        "ys_area_um2": 4990,
        "ys_cells": 513,
        "synth_area_per_cell_um2": 9.72,
        "edf_count": 7,
        "netlist_area_um2": 4990,
        "synthCells": 513,
        "synth.top_cells.by_area": "ha_1 (26%), dfxtp_1 (24%), xnor2_1 (6.3%)",
        "synth_seq_share_pct": 28.7,
    },
    "floorplanning": {
        "die_area_um2": 10400,
        "core_um2": 9730,
        "die_w_um": 102,
        "io_pins": 19,
        "rows": 36,
        "fp.dieH_um": 102,
        "fp-utilization_pct": 51.3,
    },
    "sta": {
        "finalSetupViolations": 0,
        "finalClockPeriodUsage_pct": 48.5,
        "tns_ps": 0,
        "finalCriticalPeriod_ps": 1800,
        "maxSlewHeadroom_pct": 52.5,
        "unclocked_pins": 21,
        "drv_slew": 0,
        "rsz0062_at_grt": "no",
        "tightest_slew_ps": 711,
        "untimed_endpoints": 37,
        "fmax_mhz": 557,
        "setup_ws_ps": 1900,
        "hold_viol_final": 0,
        "skew_ps": 8.28,
    },
    "setup_path": {
        "critPathMaxStageDelay_ps": 440,
        "crit_path_start": "red",
        "cp-start-kind": "flop",
        "critPathKind": "flop to output pin",
        "crit_path_max_fanout": 1,
        "crit_family": "buffers and inverters",
        "cp-end-kind": "output pin",
        "critical-path-slowest-cell": "clkdlybuf4s50_1",
        "path_buffers": 1,
        "worst_ep_arrival_time_ps": 1060,
        "cp.required_ps": 2960,
        "crit_path_cell_trace": "clkdlybuf4s50_1",
        "rr_startpoint": "pwm_counter[12]",
    },
    "drt": {
        "detail-route-antenna-nets": 0,
        "diodes": 0,
        "routed_wl_um": 8240,
        "drtPass1Iterations": 5,
        "drc_errors": 0,
        "via_per_inst": 5.07,
        "drt_iter0_drc": 61,
        "post_drt_wl_per_cell_um": 12.5,
        "via_count": 3337,
    },
    "finish": {
        "fin_area_um2": 5300,
        "drive_above_1_share_pct": 3.62,
        "area_growth_pct": 6.22,
        "fillers": 877,
        "flop_area_um2": 1430,
        "comb_area_um2": 3360,
        "final_cells": 658,
    },
    "power": {
        "ir_drop_v": 0.000160,
        "power_mw": 0.821,
        "p_leak_nw": 2.67,
        "p_per_area_nw_per_um2": 155,
    },
    "clock_network": {
        "clk_latency_ps": 300,
        "cts_tree": "done",
        "cts_setup_buffers": 0,
        "clkTransAtPathRegs_ps": 90,
        "cts_root_buffer": "clkbuf_8",
        "numCtsBuffers": 5,
        "htree_levels": 2,
        "cts_hold_buffers": 0,
        "cts_resized": 0,
        "clockBufferDepth": 2,
    },
    "placement": {
        "gp_congestion": 0.841,
        "placed_cells": 650,
        "dp_hpwl_um": 6580,
        "port_buffers": 11,
        "dp_slack_ps": 2010,
        "dpl_cell_area_um2": 5210,
    },
    "job": {
        "drv_cap": 0,
        "tool_warnings": 52,
    },
    "grt": {
        "grt_max_degree": 19,
        "antenna_found_initial": 0,
        "grtUsageTotal_pct": 17.7,
        "grt_pass1_vias": 3095,
        "grt_pass1_wl_um": 14200,
        "gr-total-overflow": 0,
    },
    "hold_path": {
        "hp-start": "counter[0]",
        "hold_path_class": "flop to flop",
    },
    "run_status": {
        "status": "completed",
    },
}
## synthesized netlist by cell type (6+ instances only)
cell type	number
nand3_1	23
edfxtp_1	7
nand2_1	33
buf_4	7
dfxtp_1	61
o21ai_0	21
a21o_1	14
nand4_1	8
xor2_1	26
nor3_1	9
and3_1	9
a211oi_1	6
a21oi_1	16
inv_1	37
nor2_1	26
xnor2_1	36
fa_1	13
ha_1	104
## flip-flops by register name (all words and copies together), names as in the netlist, 2 cells and up
name / flops
counter: 26
pwm_counter: 19
seg: 7
time_left: 4
pwm_percentage_red: 3
AN: 2
phase: 2
pwm_percentage_green: 2
## final timing paths
kind           endpoint  slack, ps  cells past startpoint
max reg2reg       green       2010                      6
min reg2reg  counter[0]        420                      1
min          counter[0]        420                      1
max                 red       1900                      1
## through the flow
step                      hold WS [ps]  utilization [%]
final                              421             54.5
after CTS                          424             54.5
after global placement             390             53.5
after floorplan                    383                -
after global routing               444             54.5
after detailed placement           402             53.5
## per-layer routing
metal	GRT usage (%)	up-vias	routed length, µm
li1	-	1794	-
met1	29.3	1516	4390
met2	26.8	23	3620
met3	2.43	4	190
met4	0.879	0	31
met5	0	-	0
## final cells by class
class                      instances  share of cell area [%]
clock buffer                       6                    1.37
clock inverter                     2                   0.307
inverter                          37                    2.62
multi-input combinational        401                    63.5
sequential                        68                    27.0
tap                              133                    3.14
timing repair buffer              11                    2.08
## placed cells by master, fill, tap and decap left out, types with 2 or more instances in the layout
cell and n:
xor2_1 26, and2_1 4, ha_1 104, clkbuf_8 5, clkdlybuf4s50_1 11, nand2b_1 3, a21o_1 14, o31ai_1 2
nor3_1 9, and3_1 9, nor2_1 26, nor3_2 2, nand4_1 8, mux2i_1 4, a21oi_1 16, edfxtp_1 7
inv_1 37, nand2_1 33, nand4_2 2, nor2b_1 3, fa_1 13, a211oi_1 6, a31oi_1 2, xnor2_1 36
a21boi_0 4, conb_1 7, nand3_1 23, dfxtp_1 61, o41ai_1 2, o21ai_0 21, a221oi_1 3, o21a_1 2
o211ai_1 3
## power breakdown
group          total, mW  internal [mW]  switching, mW
Sequential         0.505          0.505              0
Combinational   0.000158              0       0.000156
Clock              0.316          0.136          0.180
Total              0.821          0.641          0.180
## cells by family (layout without fill, tap and decap cells)
logic type	after synthesis	count (layout)	share of synthesized area (%)
mux	5	5	1.03
simple gates	133	133	13.9
fa+ha+maj	117	117	31.3
compound gates	77	77	9.81
buf+inv	49	56	4.26
flops	68	68	28.7
xor+xnor	62	62	10.9
other cells	2	7	0.151
Power is estimated from default activity; no workload was simulated.
