--- flow/config.mk ---
export PLATFORM = sky130hd
export DESIGN_NAME = light_show
export DESIGN_NICKNAME = light_show
export VERILOG_FILES = /design/flow/design.v
export SDC_FILE = /design/flow/constraint.sdc
export NUM_CORES = 4
export LEC_CHECK = 1
export CORE_UTILIZATION = 30
--- flow/constraint.sdc ---
current_design light_show

set clk_period 10.4
set clk_io_pct 0.2

create_clock -name clk0 -period $clk_period [get_ports {clk}]

set non_clock_inputs [all_inputs -no_clocks]
set_input_delay [expr $clk_period * $clk_io_pct] -clock clk0 $non_clock_inputs
set_output_delay [expr $clk_period * $clk_io_pct] -clock clk0 [all_outputs]
--- flow/design.v ---
module light_show(
    input clk,
    output reg red,
    output reg green,
    output reg blue
);
  reg [2:0] dir=0;
  reg [25:0] counter=0;
  wire slow_clk;
  assign slow_clk = counter[20];
reg [18:0] pwm_counter = 0;
reg [7:0] pwm_percentage_red = 50;  
reg [7:0] pwm_percentage_green = 0;
reg [7:0] pwm_percentage_blue = 0;
always@(posedge clk)begin
    counter <= counter + 1;
    pwm_counter <= pwm_counter + 1;
    if (pwm_percentage_red == 0) begin          
        red <= 0;
    end
    else begin
        if (pwm_counter >= (pwm_percentage_red * 1000)) begin
            red <= 0;
        end        
        else begin
            red <= 1;
        end
    end
    if (pwm_percentage_green == 0) begin          
        green <= 0;
    end
    else begin
        if (pwm_counter >= (pwm_percentage_green * 1000)) begin
            green <= 0;
        end        
        else begin
            green <= 1;
        end
    end
    if (pwm_percentage_blue == 0) begin          
        blue <= 0;
    end
    else begin
        if (pwm_counter >= (pwm_percentage_blue * 1000)) begin
            blue <= 0;
        end        
        else begin
            blue <= 1;
        end
    end
end
always@(posedge slow_clk)begin
    case(dir)
        0:begin
            pwm_percentage_red <= pwm_percentage_red - 1;
            pwm_percentage_green <= pwm_percentage_green + 1;
            pwm_percentage_blue <= 0;
            if (pwm_percentage_red == 0) begin
                dir <= 1;
            end
        end
        1:begin
            pwm_percentage_red <= 0;
            pwm_percentage_green <= pwm_percentage_green - 1;
            pwm_percentage_blue <= pwm_percentage_blue + 1;
            if (pwm_percentage_green == 0) begin
                dir <= 2;
            end
        end
        2:begin
            pwm_percentage_red <= pwm_percentage_red + 1;
            pwm_percentage_green <= 0;
            pwm_percentage_blue <= pwm_percentage_blue - 1;
            if (pwm_percentage_blue == 0) begin
                dir <= 0;
            end
        end
    endcase
end
endmodule
--- flow/run.sh ---
#!/bin/bash
# OpenROAD 26Q1-2900-gdf79404cd8, Yosys 0.63+post, stock flow scripts
make -C /OpenROAD-flow-scripts/flow DESIGN_CONFIG=/design/flow/config.mk WORK_HOME=/design/flow/orfs finish
==> summary.txt <==
status - complete, no violations
crit path buf inv count - 1
worst path cell trace - clkdlybuf4s50_1
root buf cell - clkbuf_16
worst-margin pin slew - 0.789 ns
initial drt markers - 190
DRT Pass-1 Iters - 4
Yosys cell types - 51
asr flop ratio synth - 0
grt total ovfl - 0
max frequency - 319 MHz
hold_buf cts - 0
Cells after Synth - 859
vias per cell - 4.37
Fin Hold WS - 0.389 ns
Final Non-Filler Cells - 1247
Register Area - 1640 sq um
GP Congestion - 0.805
CTS clk-pin slew, worst paths - 0.07 ns
vias in the first global route - 5265
wire length per cell - 11.4 um
post-CTS sizing - 0
slowest library cell on the worst path - clkdlybuf4s50_1
CP Data Arrival Time - 1.05 ns
EDFF count, synth - 26
Seq share, synth - 0.194
most frequent logic cell in the layout - ha_1
Top cells excl fill/tap - ha_1 (196), inv_1 (139), fa_1 (66), xnor2_1 (50), nor2_1 (48)
mapped cell area - 8450 sq um
startpoint types - register
I/O pin count - 4
die height - 170 um
crit-path max cell delay - 0.45 ns
yosys stat cell total - 859
Max Cap Violations - 0
critical path fanouts, max - 1
ANT cells - 0
PD cells - 37.8 nW/um^2
placed cell areas - 8960 sq um
relative slew slack - 0.474
All-Layer GR Usage - 0.109
Setup Skew - 0.00510 ns
pins over their slew limit - 0
CTS Buffer Depth - 2
Final HPWL DP - 12200 um
fraction of layout cells with a size suffix above 1 - 0.0196
Max IR drop VDD - 0.000105 V
core area - 27700 sq um
Worst setup EP type - primary output
initial antenna violation count - 0
main flop type after synthesis - dfxtp_1
Final Hold Fails - 0
delay-heaviest family, CP - buffers and inverters
largest net degree at the start of global routing - 27
H-tree depth - 2
CTS tree - built
tool warnings - 56
Tmin final - 3.13 ns
DR vias - 5445
Chip Area - 28800 sq um
number of unconstrained endpoints - 52
Init Core Util - 0.305
Synth flops - 69
number of placed cells counting well taps - 1240
Routed WL - 14300 um
register pins left without a clock - 26
RSZ-0062 raised after global routing - false
Mapped Avg Cell Area - 9.83 sq um
Final Cell Area - 9120 sq um
leakage power - 0.00479 uW
Yosys Warn Count - 1
CP Class - register to primary output
# rows - 61
global-route wire length before repair - 25100 um
number of CTS-inserted buffers - 5
final setup fails - 0
chip width - 170 um
setup tns final - 0 ns
fill count - 2795
worst endpoint required time - 8.32 ns
post-synth area from yosys stat - 8450 sq um
logic area - 6270 sq um
# DRC - 0
Insertion Delay late pin - 0.30 ns
Area Overhead vs Synth - 8.01%
HP Class - register to register
postcts setup bufs - 0
DRT antenna net count - 0
crit share post-route - 0.301
number of port buffers - 3
[cell type report]
type / instances / share of cell area
Tap cell: 378 / 0.0518
Inverter: 139 / 0.0572
Timing Repair Buffer: 6 / 0.00576
Sequential cell: 69 / 0.180
Clock buffer: 5 / 0.0137
Multi-Input combinational cell: 648 / 0.687
Clock inverter: 2 / 0.00411
[synth_stat cells (all sizes together), types with 2 or more instances]
| cell | instances | area (sq um) |
|---|---|---|
| o21bai | 2 | 15.0 |
| nand3 | 24 | 120 |
| nor4b | 2 | 17.5 |
| nor2b | 14 | 95.1 |
| nor3 | 12 | 60.1 |
| or3 | 3 | 18.8 |
| nand3b | 3 | 22.5 |
| nand4b | 4 | 35.0 |
| mux2i | 2 | 20.0 |
| nand2b | 10 | 62.6 |
| o211ai | 4 | 30.0 |
| clkbuf | 3 | 11.3 |
| nand2 | 31 | 116 |
| a21oi | 40 | 204 |
| and3 | 7 | 43.8 |
| o311ai | 4 | 35.0 |
| a21boi | 2 | 15.0 |
| dfxtp | 43 | 861 |
| o21ai | 18 | 97.6 |
| o22ai | 2 | 12.5 |
| and2 | 2 | 12.5 |
| a211o | 2 | 17.5 |
| ha | 196 | 2450 |
| inv | 139 | 522 |
| nand4 | 15 | 93.8 |
| fa | 66 | 1320 |
| a211oi | 4 | 30.0 |
| a31oi | 2 | 12.5 |
| nor2 | 48 | 180 |
| o31ai | 3 | 22.5 |
| o41ai | 2 | 43.8 |
| a21o | 20 | 150 |
| xor2 | 38 | 333 |
| xnor2 | 50 | 438 |
| edfxtp | 26 | 781 |
| o21a | 6 | 45.0 |
| and4 | 2 | 17.5 |
[cells by family (layout without fill, tap and decap cells)]
logic type | after synthesis | after routing | share of synthesized area
AND-OR/OR-AND | 116 | 116 | 0.0927
adder cells (fa/ha/maj) | 262 | 262 | 0.447
AND/OR/NAND/NOR | 179 | 179 | 0.108
XOR/XNOR | 88 | 88 | 0.0913
buffers and inverters | 142 | 152 | 0.0631
multiplexers | 3 | 3 | 0.00370
flip-flops | 69 | 69 | 0.194
[where the power goes]
part / total (uW) / switching (uW) / internal [uW]
sequential: 165 / 0 / 165
combinational: 0.00407 / 0 / 0
clock: 180 / 68.3 / 112
[sequential cells by signal (all words and copies together), names as in the netlist]
name                  count
blue                      1
counter                  21
dir                       2
green                     1
pwm_counter              19
pwm_percentage_blue       8
pwm_percentage_green      8
pwm_percentage_red        8
red                       1
[layer usage]
layer  wire length (um)  share of wire  GRT usage  up-vias
li1                   -              -          -     2929
met1               6970           0.49      0.161     2465
met2               6780           0.48      0.182       43
met3                369          0.026     0.0142        8
met4                151          0.011    0.00901        0
met5                  0              0          0        -
[stage by stage]
stage               setup WS (ns)   util  total power [uW]
floorplan                    8.06      -               168
global placement             7.58  0.323               168
detailed placement           7.58  0.323               168
CTS                          7.24  0.329               352
global route                 7.22  0.329               358
finish                       7.27  0.329               345
[final timing paths]
path / start / to / slack, ns / cells past startpoint
worst max-delay path: green / green / 7.27 / 1
worst min-delay path: counter[0] / counter[0] / 0.39 / 1
worst min register to register: counter[0] / counter[0] / 0.39 / 1
worst max register to register: pwm_counter[12] / red / 8.51 / 7
Power and IR drop assume default switching activity.
